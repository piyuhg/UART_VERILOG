--- flow/config.mk ---
export PLATFORM = sky130hd
export DESIGN_NAME = sipo
export DESIGN_NICKNAME = sipo
export VERILOG_FILES = /design/flow/design.v
export SDC_FILE = /design/flow/constraint.sdc
export NUM_CORES = 4
export LEC_CHECK = 1
export CORE_AREA = 10 10 70 70
export DIE_AREA = 0 0 80 80
--- flow/constraint.sdc ---
current_design sipo

set clk_period 1.2
set clk_io_pct 0.2

create_clock -name clk0 -period $clk_period [get_ports {clk}]

set non_clock_inputs [all_inputs -no_clocks]
set_input_delay [expr $clk_period * $clk_io_pct] -clock clk0 $non_clock_inputs
set_output_delay [expr $clk_period * $clk_io_pct] -clock clk0 [all_outputs]
--- flow/design.v ---
module sipo(dout, din, enable, clk, rst);
	input din, clk, rst, enable;
	output reg [7:0] dout;
	always@(posedge clk) begin
		if(rst) begin
			dout <= 0;
		end
		else if(enable)begin
			dout = dout>>1;
			dout[7] = din;
		end
	end
endmodule
--- flow/run.sh ---
#!/bin/bash
# OpenROAD 26Q1-2900-gdf79404cd8, Yosys 0.63+post, stock flow scripts
make -C /OpenROAD-flow-scripts/flow DESIGN_CONFIG=/design/flow/config.mk WORK_HOME=/design/flow/orfs finish
==> notes.md <==
Latest figures from synthesis and place and route.

The critical path's largest stage delay is 320 ps. The largest clock skew in the final design is 5.12 ps. The cell sitting at the root of the clock tree is a sky130_fd_sc_hd__clkbuf_4.

The design draws ~520 uW. The area added between synthesis and finish is 84.2%. The standard cell area after detailed placement is 458 sq um. The post-synthesis average cell area is 11.0 sq um. The largest net degree at the start of global routing is 9. The met3 track demand over resource is 0.682%. The data arrival time at the worst-slack endpoint is 820 ps. Per the detail_route report, routed wire per instance is 8.70 um. After synthesis, flip-flops and latches occupy 56.1% of the total area. The internal reg-to-reg setup slack is around 440 ps. The number of hold-slack violations in the final timing report is 0. Broken down by cell family, the worst path's largest delay share belongs to flip-flops.

The via count is 249. Before placement the cells fill 8.35% of the core. The clock tree from TritonCTS is yes. Checking hold timing, the worst path is listed with class reg -> reg.

The synthesized design spends more area on one cell type than any other, namely sky130_fd_sc_hd__dfxtp_1. The number of buffers inserted during clock tree synthesis is 3. Looking at the critical path, the highest net fanout was 3. The class of the most critical setup path is reg -> out. The first-pass GRT wire length is 1.31 mm.

The buffer_ports step reported a buffer count of 11. The stage logs contain a warning count of 25. The final timing summary puts the cycle share of the worst path at between 80 and 90%. The number of flip-flops under the largest register name is 8. The post-layout minimum cycle time is 1060 ps. The final tally of max-slew violations is 0. The worst setup path is captured at a primary output. The maximum vdd drop is 0.184 mV. The detailed-routing iteration count for the pre-antenna-repair pass is 2.

Walking the worst path, the cells encountered are dlygate4sd2_1. Per the post-CTS timing run, clock transition at the registers of the reported paths is 50 ps. After technology mapping, the gate count stands at 26. The clock latency on the worst-skew pair is 250 ps. The number of buffers and inverters on the critical path is 1.

Leaving out fill and tap cells, the most frequent cells in the layout are 8 x sky130_fd_sc_hd__mux2i_1, 8 x sky130_fd_sc_hd__nor2_1, 8 x sky130_fd_sc_hd__dfxtp_2, 8 x sky130_fd_sc_hd__dlygate4sd2_1, 6 x sky130_fd_sc_hd__buf_4. The registers reported with the highest flop counts are dout x8. In this run the vertical extent of the chip is roughly 80 um. The static power due to leakage is 0.000259 uW. The combined global-route utilization of all metal layers is 2.58%.

The number of H-tree branching levels is 1. The number of warning messages in the yosys log is 1. The row count is 21. Cells with a size suffix above 1 make up 40.0% of the layout.

The worst slew slack as a fraction of its limit is 79.6%. The placeable core region is 3420 sq um. The met1 usage in global routing is 2.76%. The number of buffers between clock root and the deepest sink is 2. The die covers 6400 sq um. The via count of the first global-routing pass is 265. The actual slew at the worst max-slew pin is approximately 300 ps. The setup violation total in the final timing report is 0. The repair_antennas step left the layout with diodes totalling 0. The data required time reported for the critical path is 960 ps. The number of antenna violations at the first check in global routing is 0. The die span in x is 80 um. Setup repair after global routing left no endpoint under its margin. In this run, synthesis produced a sequential element count of 8. For this design the ratio of total power to cell area is 993 nW/um^2. The post-route standard cell area excluding fillers is around 530 sq um. After synthesis the cells add up to 285 sq um.

The flow ran to the end, and the final reports show no timing, DRC or antenna violations. The critical path's slowest stage uses the library cell sky130_fd_sc_hd__dfxtp_2. Global routing consumed, on the met2 layer, 4.49% of the routing resources. The most utilized layer in the global route result is met2. The post-synth area from yosys stat is 285 sq um. The count of clock tree sinks is 8. In the Yosys report the total cell count is 26. The number of DRC markers after the initial detailed-route iteration is 4. Counting the fill cells in the layout gives 386. The ratio of routed vias to standard cells is ~2.7. Pin placement for this block handled 12 I/O pins.

The register ranked first by flip-flop count is dout. The critical path startpoint category is a flip-flop. The peak clock frequency supported by timing is 0.947 GHz.

The top cell type's share of synthesized area is 56.1%. The main area contributors are sky130_fd_sc_hd__dfxtp_1 56%, sky130_fd_sc_hd__mux2i_1 28%, sky130_fd_sc_hd__nor2_1 11%. The aggregate global routing overflow is 0. The final weighted congestion recorded by global placement is 0.762.

The script parses the final routing iteration and logs DRC violations as 0. The tally of max-capacitance violations is 0. Hold repair after CTS inserted 0 buffers. In the post-route report, total wirelength is listed as between 700 and 800 um.

Per the post-route antenna check, the number of violating nets is 0. The number of distinct library cell variants in the gate-level netlist after synthesis is 5.
layout make-up:
cell class                 count  area, sq um  share of cell area (%)
clock buffer                   3         22.5                    4.29
multi-input combinational     16          110                    21.0
sequential                     8          170                    32.4
tap                           46         57.6                    11.0
timing repair buffer          18          165                    31.4
cells in the mapped netlist (all sizes together):
cell type,n
dfxtp,8
mux2i,8
nor2,8
buf,2
timing repair:
action / 4_1_cts / 5_1_grt
resized: 16 / 0
endpoints found under the setup margin: 8 / 0
endpoints found under the hold margin: 0 / 0
setup buffers: 6 / 0
logic make-up (layout without fill, tap and decap cells):
group | after synthesis | count (layout) | share of synthesized area [%]
mux | 8 | 8 | 28.1
flops | 8 | 8 | 56.1
simple gates | 8 | 8 | 10.5
buf+inv | 2 | 21 | 5.26
power by group:
| group | switching [uW] | total [uW] | internal [uW] |
|---|---|---|---|
| Clock | 86.5 | 201 | 114 |
| Sequential | 1.80 | 273 | 271 |
| Combinational | 18.0 | 48.8 | 30.8 |
stage by stage:
step	instances	hold slack [ps]	TNS [ps]	util [%]	setup WS [ps]
3_5_place_dp	82	511	-421	13.4	-66.6
2_1_floorplan	26	387	0	-	502
5_1_grt	91	527	0	15.4	108
6_report	91	492	0	15.4	144
4_1_cts	91	498	0	15.4	127
3_3_place_gp	82	500	-300	13.4	-41.6
metal layers:
metal	share of wire [%]	vias to the layer above	routed length [um]
li1	-	123	-
met1	38	117	297
met2	54	7	427
met3	4.0	2	32
met4	4.4	0	35
met5	0	-	0
path summary, 6_finish.rpt:
path	from	end	cells after the start
setup / recovery	dout[4]	dout[4]	1
hold / removal	dout[4]	dout[4]	2
setup reg to reg	dout[2]	dout[1]	3
hold reg to reg	dout[4]	dout[4]	2
worst reg2reg max path, stage by stage, from the launching register on:
cell and delay, ps:
sky130_fd_sc_hd__dfxtp_2 310, sky130_fd_sc_hd__buf_4 120, sky130_fd_sc_hd__mux2i_1 140, sky130_fd_sc_hd__nor2_1 60
Power and IR drop assume default switching activity.
