==> flow/design.v <==
module piso(dout, din, load, shift, clk, rst);
	input [7:0]din;
	input load, shift, clk, rst;
	output reg dout;
	reg [7:0] inter;
	integer count = 0;
	always@(posedge clk) begin
		if(rst) begin
			inter <= 0;
			dout <= 0;
			count = 0;
		end
		else begin
			if(load)
				inter <= din;
			else if(shift) begin
				dout <= inter[0];
				inter <= inter>>1;
				count = count + 1;
			end
		end
	end
endmodule
==> flow/run.sh <==
#!/bin/bash
# OpenROAD 26Q1-2900-gdf79404cd8, Yosys 0.63+post, stock flow scripts
make -C /OpenROAD-flow-scripts/flow DESIGN_CONFIG=/design/flow/config.mk WORK_HOME=/design/flow/orfs finish
==> flow/config.mk <==
export PLATFORM = sky130hd
export DESIGN_NAME = piso
export DESIGN_NICKNAME = piso
export VERILOG_FILES = /design/flow/design.v
export SDC_FILE = /design/flow/constraint.sdc
export NUM_CORES = 4
export LEC_CHECK = 1
export CORE_AREA = 10 10 70 70
export DIE_AREA = 0 0 80 80
==> flow/constraint.sdc <==
current_design piso

set clk_period 1.7
set clk_io_pct 0.2

create_clock -name clk0 -period $clk_period [get_ports {clk}]

set non_clock_inputs [all_inputs -no_clocks]
set_input_delay [expr $clk_period * $clk_io_pct] -clock clk0 $non_clock_inputs
set_output_delay [expr $clk_period * $clk_io_pct] -clock clk0 [all_outputs]
==> impl_metrics.csv <==
group,metric,value,unit
pwr,seqPwrFrac,48.1,%
worst_setup_path,reg2reg_setup_slack,0.80,ns
run,drv_cap,0,
synth,topCellsByArea,"dfxtp_1, mux2_4, mux2i_1",
die,io_pins,13,
clocking,cts_buffers,3,
worst_setup_path,cp.required,1.36,ns
pwr,clkPwrFrac,33.1,%
place,dp_hpwl,748,um
sta,grt_setup_unrepaired,"false",
synth,synth_stat.cells,39,
grt,globalRouteMet1Util,4.04,%
die,chipArea,0.00640,mm2
sta,fin_crit_sh,81.3,%
grt,grt_use_met3,1.36,%
clocking,cts_tree,"yes",
die,die_x,80,um
sta,worst_slew_pin_slew,0.323,ns
clocking,cts_resized,0,
grt,grt_max_degree,11,
layout,layout.cells.most_common,"clkdlybuf4s50_1",
clocking,clk_latency,0.25,ns
synth,synth_area,440,um2
pwr,peakVddDrop,0.250,mV
pwr,switching_share,21.4,%
sta,fin_skew,0.00153,ns
synth,synth_area_leader_cell,"dfxtp_1",
synth,ys_seq_share,40.9,%
detailed_routing,ant_nets,0,
pwr,p_switching,0.000102,W
worst_setup_path,end_kind,"output pin",
detailed_routing,dr.pass1.iters,2,
clocking,clockBufferDepth,2,
synth,top_cell_area_share,40.9,%
detailed_routing,drt-initial-drc-count,3,
worst_setup_path,critPathBufInv,1,
worst_setup_path,cp_slowest_stage_delay,0.46,ns
sta,hold_slack,0.498,ns
clocking,root_buffer,"clkbuf_4",
worst_setup_path,worstSetupPathType,"register to output pin",
detailed_routing,num_vias,313,
synth,ys_types,10,
place,place_congestion,0.682,
worst_setup_path,cp_slowest_cell,"clkdlybuf4s50_1",
clocking,cts_sinks,9,
synth,netlist_instances,39,
place,io_buffers,12,
grt,grt_overflow_total,0,
synth,synth_flop_count,9,
worst_setup_path,crit_path_start_kind,"register",
grt,grt_usage,3.00,%
grt,grt_use_met2,4.17,%
layout,layout-drive-gt1-share,24.1,%
synth,ys_chip_area,440,um2
sta,tns,0,ns
detailed_routing,routed_wl,938,um
place,placed_cells,96,
detailed_routing,viasPerCell,3.13,
pwr,powerDensity,730,mW/mm2
layout,stdcell_count,100,
worst_setup_path,crit_chain,"clkdlybuf4s50_1",
clocking,postCtsSetupBuffers,0,
detailed_routing,drc,0,
die,core_area,0.00342,mm2
clocking,htreeDepth,1,
grt,grt_pass1_vias,336,
die,fp_util,12.9,%
grt,antenna_found_initial,0,
die,fp.dieH,80,um
pwr,combPwrFrac,18.7,%
sta,fin_ws,0.318,ns
sta,setup_viol,0,
sta,slew_headroom,78.4,%
worst_setup_path,crit_family,"buffers and inverters",
outcome,status,"complete, no violations",
worst_setup_path,cp.arrival,1.04,ns
clocking,cts.reportedPaths.clkPinSlew,0.06,ns
min_path,hold_path.class,"register to register",
layout,lay_top_cells,"clkdlybuf4s50_1, nor2_1, dfxtp_1",
run,warning_count,25,
synth,ys.warnings.count,1,
synth,syn_area_per_cell,11.3,um2
sta,hold_viol,0,
grt,grt_pass1_wl,1.51,mm
layout,fillers,382,
place,dp_slack,0.0684,ns
sta,fmax,723,MHz
pwr,p_leak,0.273,nW
grt,busiest_layer,"met2",
clocking,holdBufCountCts,0,
sta,fin_crit,1.38,ns
sta,maxSlewViolCount,0,
pwr,internal_power,0.000374,W
worst_setup_path,worstPathMaxFanout,2,
layout,syn_to_final_growth,48.0,%
die,rows,21,
detailed_routing,n_antenna_cell,0,
detailed_routing,routedWlPerCell,9.38,um
==> worst paths after layout <==
check        startpoint        to  depth (start not counted)
min reg2reg        dout      dout                          2
min                dout      dout                          2
max reg2reg    inter[3]  inter[3]                          3
max                dout      dout                          1
==> per-stage QoR <==
| step | util, % | power [W] | instance area (um2) |
|---|---|---|---|
| floorplan | - | 0.000285 | 440 |
| global placement | 18.3 | 0.000323 | 626 |
| detailed placement | 18.3 | 0.000324 | 626 |
| CTS | 19.1 | 0.000484 | 652 |
| global route | 19.1 | 0.000503 | 652 |
| finish | 19.1 | 0.000476 | 652 |
==> area by class of cell <==
type                            instances  area (um2)  share of cell area [%]
Multi-Input combinational cell         27         240                    36.9
Tap cell                               46        57.6                    8.83
Clock buffer                            4        26.3                    4.03
Timing Repair Buffer                   14         148                    22.6
Sequential cell                         9         180                    27.6
==> Yosys cell counts <==
master,instances
buf_6,1
nor2_1,9
mux2i_1,8
nor3b_1,1
mux2_4,7
buf_2,1
buf_1,1
nor2b_2,1
dfxtp_1,9
a21oi_1,1
==> power by group through the flow <==
| stage | Clock (W) | Sequential, W | Combinational [W] |
|---|---|---|---|
| finish | 0.000158 | 0.000229 | 0.0000891 |
| CTS | 0.000164 | 0.000229 | 0.0000908 |
| global route | 0.000175 | 0.000231 | 0.0000966 |
==> sequential cells by signal, summed over array words and instances, names as in the netlist <==
signal	count
dout	1
inter	8
==> layer usage <==
layer,part of all wire [%],wire (um)
met1,50,470
met2,40,373
met3,8.8,83
met4,1.1,10
met5,0,0
==> cell families (layout without fill, tap and decap cells) <==
family	after synthesis	in the layout	share of synthesized area, %
buf+inv	3	18	4.54
mux	15	15	42.0
compound gates	1	1	1.14
simple gates	11	11	11.4
flops	9	9	40.9
==> tightest hold or removal path, stage by stage, from the launching register on <==
cell	delay, ns
dfxtp_1	0.33
mux2i_1	0.07
nor2_1	0.07
Power is estimated from default activity; no workload was simulated.
