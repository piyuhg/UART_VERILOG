==> /design/flow/design.v <==
module baud_rate_gen(next_bit, baud_rate, clk, rst);
	input clk, rst;
	input [15:0] baud_rate;
	output reg next_bit;
	reg [15:0] baud_rate_reg;
	always @(posedge clk, posedge rst) begin
    		if (rst) 
			baud_rate_reg <= 16'b1;
    		else if (next_bit) 
			baud_rate_reg <= 16'b1;
         	else 
			baud_rate_reg <= baud_rate_reg + 1'b1;
	end
	always@(baud_rate, baud_rate_reg)
		next_bit = (baud_rate_reg == baud_rate);
endmodule
==> /design/flow/run.sh <==
#!/bin/bash
# OpenROAD 26Q1-2900-gdf79404cd8, Yosys 0.63+post, stock flow scripts
make -C /OpenROAD-flow-scripts/flow DESIGN_CONFIG=/design/flow/config.mk WORK_HOME=/design/flow/orfs finish
==> /design/flow/config.mk <==
export PLATFORM = sky130hd
export DESIGN_NAME = baud_rate_gen
export DESIGN_NICKNAME = baud_rate_gen
export VERILOG_FILES = /design/flow/design.v
export SDC_FILE = /design/flow/constraint.sdc
export NUM_CORES = 4
export LEC_CHECK = 1
export CORE_AREA = 10 10 91 91
export DIE_AREA = 0 0 101 101
==> /design/flow/constraint.sdc <==
current_design baud_rate_gen

set clk_period 5.8
set clk_io_pct 0.2

create_clock -name clk0 -period $clk_period [get_ports {clk}]

set non_clock_inputs [all_inputs -no_clocks]
set_input_delay [expr $clk_period * $clk_io_pct] -clock clk0 $non_clock_inputs
set_output_delay [expr $clk_period * $clk_io_pct] -clock clk0 [all_outputs]
==> flow_summary.ini <==
; yosys + openroad results
[finish]
mi_logic_area_um2 = 510
n_fill_cell = 685
fin_area_um2 = 1250
final_util_pct = 19.7
largest_register_ffs = 16
drive_gt1_share_pct = 5.13
area_delta_synth_final_pct = 31.2
regArea_um2 = 402

[hold_path]
whs_path_depth = 1
min_path_type = reg -> reg
min_to = baud_rate_reg[0]
worstHoldStart = baud_rate_reg[0]

[placement]
dpl.hpwl_um = 1720
gp_congestion = 0.851
pre_cts_ws_ns = 1.82
placed_area_um2 = 1210
portBuffers = 18

[global_routing]
grt_pass1_vias = 707
grt_max_degree = 17
grt_usage_pct = 4.32
antenna_found_initial = 0
grt_pass1_wl_um = 3530
globalRoute.totalOverflow = 0

[sta]
hold_viol_final = 0
min_period_ns = 3.96
setup_viol = 0
finalClockPeriodUsage_pct = 68.2
rsz0062_at_grt = false
slew_headroom_pct = 60.5
worst_slack_ns = 1.84
slew_violations = 0
fin_setup_tns_ns = 0
fmax_ghz = 0.253
fin_worst_skew_ns = 0.00170
worst_pin_slew_ns = 0.591

[clock_network]
hold_buffers = 0
numClockSinks = 16
postCtsSetupRepairBufs = 0
clock.latency.late_pin_ns = 0.24
clk_pin_slew_ns = 0.06
cts_made_buffers = 3
clockRootBuffer = clkbuf_8
h-tree-depth = 1
cts_resized = 0
cts_tree = done
clockBufferDepth = 2

[detailed_routing]
dr_total_vias = 699
routed_wl_um = 2110
viasPerCell = 3.60
firstDrtPassIters = 2
wire_per_inst_um = 10.9
antennaDiodeCount = 0
post-route-drc-count = 0
ant_nets = 0
drt_iter0_markers = 18

[power_and_ir_drop]
clockPowerShare_pct = 29.8
leakage_nw = 0.452
switching_power_uw = 78.2
intPower_uw = 202
switching_share_pct = 27.9
powerDensity_nw_per_um2 = 223
vdd_drop_max_mv = 0.0854
pwr-share-comb_pct = 19.0
p_seq_share_pct = 51.2

[die]
die_area_um2 = 10200
die_y_um = 101
ios = 19
num_rows = 29
die_w_um = 101
fp_util_pct = 15.0
core_area_um2 = 6350

[critical_path]
cp-startpoint = baud_rate[13]
reg2reg_to = baud_rate_reg[14]
crit_path_end_kind = primary output
startpoint_type = input port
rrSetupSlack_ns = 4.13
path_max_fanout = 2
r2r_start = baud_rate_reg[0]
arrival_ns = 2.80
cp.required_ns = 4.64
path_class = in -> out
r2r_cells = 5

[logic_synthesis]
synth_flops = 16
syn_area_um2 = 955
syn_area_per_cell_um2 = 9.64
yosysCellCount = 99
ys_types = 19
synth_warnings = 1
synth_chip_area_um2 = 955
synth_seq_share_pct = 42.1
netlist_instances = 99

[run]
maxCapViolCount = 0
log.warning_count = 25

[run_status]
status = complete, no violations
cells in the mapped netlist (all sizes together):
library cell   n  share of area (%)
inv            3                1.2
xnor2         26                 24
nor2          15                5.9
nor2b          1               0.66
buf            3                2.2
ha             1                1.3
nand4          9                5.9
nand3          4                2.1
clkbuf         2                1.0
dfrtp         15                 39
xor2           4                3.7
nor4           5                4.8
nand2b         1               0.66
nand2          4                1.6
nor3           4                2.1
dfstp          1                2.8
and4           1               0.92
critical path, stage by stage:
cell             delay, ns
clkdlybuf4s50_1       0.52
xnor2_1               0.13
nand4_1               0.18
nor4_4                0.30
clkdlybuf4s50_1       0.51
layout make-up:
cell class | instances | share of cell area, %
multi-input cells | 75 | 40.8
flip-flops and latches | 16 | 32.1
clock buffers | 4 | 3.60
inverters | 3 | 0.899
well taps | 77 | 7.69
repair buffers | 19 | 15.0
power by group through the flow:
stage / Combinational, mW / Sequential, mW / Clock, mW
after global routing: 0.0587 / 0.147 / 0.0924
final: 0.0532 / 0.143 / 0.0834
after CTS: 0.0545 / 0.143 / 0.0870
metrics by stage:
| stage | cells | hold WS (ns) | power (mW) |
|---|---|---|---|
| after global routing | 194 | 0.523 | 0.298 |
| after detailed placement | 190 | 0.478 | 0.200 |
| after CTS | 194 | 0.495 | 0.285 |
| final | 194 | 0.495 | 0.280 |
| after floorplan | 99 | 0.465 | 0.181 |
| after global placement | 190 | 0.477 | 0.200 |
cell usage in the layout, fill, tap and decap left out, types with 3 or more instances in the layout:
master            n
xnor2_1          26
clkdlybuf4s50_1  18
nor2_1           15
dfrtp_1          15
nand4_1           9
nor4_1            4
nand2_1           4
nand3_1           4
nor3_1            4
xor2_1            4
inv_1             3
clkbuf_8          3
metal layers:
layer	up-vias	global-route usage (%)	wire, µm
met5	-	0	0
met4	0	0.107	0
met3	0	2.22	170
met2	12	6.63	952
met1	320	5.63	988
li1	367	-	-
cells by family after synthesis:
kind of cell  share of synthesized area, %
simple gates                          24.6
fa+ha+maj                             1.31
buf+inv                               4.46
xor+xnor                              27.5
flops                                 42.1
worst max path at each step:
stage,endpoint,cells past startpoint,slack (ns)
6_report,next_bit,5,1.84
4_1_cts,next_bit,5,1.83
5_1_grt,next_bit,5,1.74
Power and IR drop assume default switching activity.
